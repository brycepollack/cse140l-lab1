File: ./design.v
module addsub #(parameter dw=8)		  
(
  input        [dw-1:0] dataa,
  input        [dw-1:0] datab,
  input                 add_sub,	  
  output logic [dw-1:0] result
);
  always_comb begin
    if(add_sub)
      result = dataa + datab;
    else
      result = dataa - datab;
  end  
endmodule
module counter_down	#(parameter dw=8, WIDTH=7)
(
  input                 clk,
  input                 reset,
  input                 ena,
  output logic [dw-1:0] result);
  always @(posedge clk)	 begin
    if(reset)
      result <= WIDTH;
    else if(ena)
      result <= result - 1;
  end
endmodule	
module mux2 #(parameter WIDTH = 8)
 (input        [WIDTH-1:0] d0, d1, 
  input                    s, 
  output logic [WIDTH-1:0] y);
  always_comb begin
    if (s == 1)
      y = d1;
    else
      y = d0;
  end
endmodule
module mux3 #(parameter WIDTH = 8)
  (input       [WIDTH-1:0] d0, d1, d2,
   input       [1:0]       s, 	 
   output logic[WIDTH-1:0] y);
  always_comb begin
    case(s)
      2'b00: y = d0;
      2'b01: y = d1;
      2'b10: y = d2;
      2'b11: y = d2;
      default: y = '0;
    endcase
  end
endmodule
module mux5 (input        d0, d1, d2, d3, d4,
             input [2:0]  s, 
             output logic y);
    always_comb begin    
        case(s)
            3'b000: y=d0;
            3'b001: y=d1;
            3'b010: y=d2;
            3'b011: y=d3;
            3'b100: y=d4;
            default: y=1'b0;
        endcase
    end
endmodule
module register # (parameter N = 8)
   (input                clk,    
    input                load,
    input                clear,
    input        [N-1:0] in,
    output logic [N-1:0] out
    );
  always_ff @ (posedge clk, posedge clear)    begin
    if(clear)
      out <= '0;
    else if(load)
      out <= in;
  end	
endmodule
module register_hl # (parameter N = 16)
 (input                clk,
  input [N/2-1:0]      inh,
  input [N/2-1:0]      inl,
  input                loadh,
  input                loadl,
  input                clear,
  output logic[N-1:0]  out	  	);
  always_ff @ (posedge clk, posedge clear)  
    if(clear) begin
      out <= '0;
    end else begin
      if(loadh)
        out[N-1:N/2] <= inh;
      if(loadl)
        out[N/2-1:0] <= inl;
    end
endmodule
module right_shift_register #(parameter WIDTH = 16)(
    input                    clk,
    input                    enable,
    input        [WIDTH-1:0] in,  
    input                    mode,  
    output logic [WIDTH-1:0] out);  
	always @(posedge clk) begin
    if(enable)
      if(mode == 0)
        out <= {in[WIDTH-1],in[WIDTH-1:1]};
      else if(mode == 1)
        out <= {1'b0,in[WIDTH-1:1]};
      else
        out <= '0;
  end
endmodule
module robs_control_unit_micro(
	input clk, reset,
	input zq, zy, zr,
	output[14:0] c,
	output logic done
	);
    wire load_incr;
    wire [4:0] upc;
    wire [22:0] uinstr;
    upcreg upc_reg(.clk, .reset, .load_incr, .upc_next(uinstr[19:15]), .upc);
    mux5 cs_mux(.d0(1'b0), .d1(zq), .d2(zr), .d3(zy), .d4(1'b1), .s(uinstr[22:20]), .y(load_incr));
    rom control_memory(.addr(upc), .data(uinstr));
	assign c = uinstr[14:0];		 
    always_latch 
      if     (reset)     done = 0;
      else if(upc == 17) done = 1;
endmodule
module robs_datapath #(parameter WIDTH = 8)
    (
	input clk, reset,
	input [WIDTH-1:0] multiplier, multiplicand,
	input[14:0]  c,
	output [WIDTH*2-1:0] product,
	output zq, zr
	);
	wire [WIDTH-1:0] y, a, in_x, x, in_rh, in_rl, alu_out, q;
	wire [WIDTH*2-1:0] r, sr;
	register #(.N(WIDTH)) reg_y(.clk(clk), .in(multiplicand), .out(y), .load(c[0]), .clear(1'b0));
	register #(.N(WIDTH)) reg_a(.clk, .in(r[WIDTH*2-1:WIDTH]), .out(a), .load(c[14]), .clear(c[2]));
	register #(.N(WIDTH)) reg_x(.clk, .in(in_x), .out(x), .load(c[3]), .clear(1'b0));
	register_hl reg_r(.clk(clk), .inh(in_rh), .inl(in_rl), .loadh(c[8]), .loadl(c[9]), .clear(1'b0), .out(r));
	right_shift_register #(.WIDTH(2*WIDTH)) sign_ext(.clk, .enable(c[12]), .in(r), .mode(c[11]), .out(sr)); 
	mux2 #(.WIDTH(WIDTH)) mux_x(.d0(multiplier), .d1(r[WIDTH-1:0]), .s(c[7]), .y(in_x));
	mux3 #(.WIDTH(WIDTH)) mux_rh(.d0(a), .d1(sr[WIDTH*2-1:WIDTH]), .d2(alu_out), .s(c[5:4]), .y(in_rh));
	mux2 #(.WIDTH(WIDTH)) mux_rl(.d0(x), .d1(sr[WIDTH-1:0]), .s(c[6]), .y(in_rl));
	addsub #(.dw(WIDTH)) addsub(.dataa(r[WIDTH*2-1:WIDTH]), .datab(y), .add_sub(c[10]), .result(alu_out));
	counter_down #(.dw(WIDTH),.WIDTH(WIDTH-1)) decrement8(.clk, .reset(c[1]), .ena(c[13]), .result(q));
	assign product = {a,x};			  
	assign zr = ~r[0];
	assign zq = ~q[0] & ~q[1] & ~q[2];  
endmodule
module robsmult #(parameter WIDTH = 8)
  (
  input clk,   
  input reset,
  input [WIDTH-1:0] multiplier,
  input [WIDTH-1:0] multiplicand,
  output [WIDTH*2-1:0] product,  
  output done  
  );
  wire[14:0] c;	
  wire zq, zy, zr;
  robs_control_unit_micro cu(.clk(clk), .reset, .zq, .zy, .zr, .c, .done);	
  robs_datapath #(.WIDTH(WIDTH)) dp(.clk, .reset, .multiplier, .multiplicand, .c, .product, .zq, .zr);
  assign zy = ~multiplicand[WIDTH-1];	 
endmodule
module rom(
  input       [ 4:0] addr, 
  output logic[22:0] data);
  logic  [22:0] mem[18];     
  initial begin
    for(int i=0; i<18; i++) begin
      mem[i] = '0;			 
    end
    mem[00] = 23'b00000001000000000000011;
    mem[01] = 23'b00000010000000000001100;
    mem[02] = 23'b00000011000001100000000;
    mem[03] = 23'b00101100000000000000000;
    mem[04] = 23'b01000110000000000000000;	    
    mem[05] = 23'b00000110000010100100000;
    mem[06] = 23'b01101001000000000000000;
    mem[07] = 23'b00001000001000000000000;
    mem[08] = 23'b10001010000000000000000;
    mem[09] = 23'b00001010001100000000000;
    mem[10] = 23'b00001011010001101010000;
    mem[11] = 23'b10000011000000000000000;
    mem[12] = 23'b01001110000000000000000;
    mem[13] = 23'b00001110000000100100000;
    mem[14] = 23'b00001111001000000000000;
    mem[15] = 23'b00010000000001101010000;
    mem[16] = 23'b00010001100000010001000;
    mem[17] = 23'b10010001000000000000000;
  end
  always_comb begin
    data = mem[addr];  
  end
endmodule
module upcreg(
  input              clk,
  input              reset,
  input              load_incr,
  input [4:0]        upc_next,
  output logic [4:0] upc);
  always_ff @ (posedge clk, posedge reset) begin
    if (reset)
      upc <= 5'b00000;
    else if (load_incr)
      upc <= upc_next;
    else if (load_incr == 0)
      upc <= upc + 1;
    else
      upc <= 5'b00000;  
  end
endmodule    
File: ./run.sh
#!/bin/bash
# OpenROAD 26Q1-2900-gdf79404cd8, Yosys 0.63+post, stock flow scripts
make -C /OpenROAD-flow-scripts/flow DESIGN_CONFIG=/design/flow/config.mk WORK_HOME=/design/flow/orfs finish
File: ./config.mk
export PLATFORM = sky130hd
export DESIGN_NAME = robsmult
export DESIGN_NICKNAME = robsmult
export VERILOG_FILES = /design/flow/design.v
export SDC_FILE = /design/flow/constraint.sdc
export NUM_CORES = 4
export LEC_CHECK = 1
export CORE_UTILIZATION = 40
File: ./constraint.sdc
current_design robsmult

set clk_period 1.0
set clk_io_pct 0.2

create_clock -name clk0 -period $clk_period [get_ports {clk}]

set non_clock_inputs [all_inputs -no_clocks]
set_input_delay [expr $clk_period * $clk_io_pct] -clock clk0 $non_clock_inputs
set_output_delay [expr $clk_period * $clk_io_pct] -clock clk0 [all_outputs]
==> Slide: Implementation Results <==
Implementation Results

Floorplanning
  • Core area: 7890 sq um
  • Chip area: just under 9000 sq um
  • Horiz. Die Dim: between 90 and 100 um
  • Io pins: 35
  • Floorplan utilization: 0.421
  • Chip Height: 93.1 um
  • # rows: 32

Final timing
  • FMAX: 0.400 GHz
  • Post-route clock skew: 0.00819 ns
  • Final Hold Fails: 0
  • Unrepaired setup endpoints after global routing: yes
  • Register pins left without a clock: 1
  • Final period utilization: 2.50
  • Max-slew violation count: 0
  • Relative slew slack: 0.790
  • Final setup margin: -1.50 ns
  • Final min period: 2.50 ns
  • # setup viols final: 113
  • Final setup TNS: -69.64 ns
  • Number of unconstrained endpoints: 2
  • Pin slew with the least headroom to its limit: 0.315 ns

Job
  • Tool warning count: 32
  • Max-cap viol count: 0

Synth
  • Area leader share: 0.434
  • Post-synthesis area per instance: 12.5 sq um
  • Ys cells: around 270
  • Post-synth EDFFs: between 40 and 50
  • Synth area leader: edfxtp_1
  • Synth Register Bits: 65
  • YS chip area: 3320 sq um
  • Ys Warns: 11
  • Biggest area cells: edfxtp_1 (43%), dfrtp_1 (9.8%), ha_1 (6.0%)
  • Count leader, synth: edfxtp_1
  • Post-Syn Area: 3320 sq um
  • Syn Inst Count: 266
  • Synth Flop Type: edfxtp_1
  • Synth top cells by count: edfxtp_1 (48), nand2_1 (20), mux2_1 (17)
  • Distinct lib cells: 49
  • Asr flop ratio synth: 0.200

Cells and area
  • Post-route cell area: 5250 sq um
  • Layout area overhead: 58.3%
  • Sequential cell area: 1840 sq um
  • Biggest regs: dp.reg_r.out (16), dp.sign_ext.out (16)
  • Fillers: 528
  • Comb area: 1830 sq um
  • Layout cell share with drive strength beyond 1: 0.496

Placement
  • Dpl cell area: around 4500 sq um
  • HPWL after DPL: 4590 um
  • Port Buffers: 34
  • Gpl congestion: between 0.8 and 0.9

Outcome
  • Failing checks: setup timing
  • Status: finished, violations left

Power
  • Peak supply drop: between 1.5 and 2 mV
  • Pleak: 2.17 nW
  • Power per cell area: 3620 nW/um^2

Drt
  • Drt initial violations: 57
  • Met1 WL: 3510 um
  • Top sig layer: met4
  • Pre-Repair DR Iteration Count: 4
  • Drt via density: 4.91
  • Final wirelength: 7360 um
  • ANT cells: 0
  • DRC: 0
  • Met3 routed WL: 375 um
  • Final ANT Viol Nets: 0
  • Met2 WL: 3320 um
  • DR vias: about 2400
  • Routed wire length per instance: 14.8 um

Global route
  • Largest net degree at the start of global routing: 22
  • All-Layer GR Usage: 0.180
  • Vias in the first global route: around 2400
  • Initial antenna violation count: 0
  • Global-route wire length before repair: 11500 um
  • Total grt overflow: 0

Critical path
  • CP required: 1.10 ns
  • Most used cell, CP: inv_2
  • CP startpoint: cu.upc_reg.upc[1]
  • FF-to-FF setup slack: -1.50 ns
  • Crit-path leading delay family: AND-OR/OR-AND gates
  • R2R depth: 12
  • CP cell instances: inv_2, ha_4, nor4bb_4, buf_6, mux2_4, inv_2, fa_2, nor2b_1, o21ai_1, nand2b_1, a211o_1, o311a_1
  • Worst Path Max Fanout: 7
  • CP max-delay cell: dfrtp_1
  • Worst path bufs/invs: 3
  • Critical path endpoint category: flip-flop
  • Worst setup SP type: flip-flop
  • RR Startpoint: cu.upc_reg.upc[1]
  • Worst EP arrival: 2.60 ns
  • Crit path largest cell delay: 0.40 ns
  • RR Endpoint: dp.reg_r.out[14]
  • Critical setup path kind: flip-flop to flip-flop

Clock network
  • # H-tree levels: 3
  • Clk root buf: clkbuf_8
  • Worst skew pair latency: between 0.3 and 0.4 ns
  • Worst-path clk slew: 0.08 ns
  • CTS buffer count: 9
  • TritonCTS clock tree: built
  • Max Root-Sink Buffers: 2
  • Hold-fix buffers, CTS: 0

Hold path
  • Worst hold path class: primary input to asynchronous set/reset pin
layer usage:
metal	GRT usage	up-vias
met3	0.0430	13
met4	0.0282	0
li1	-	1224
met5	0	-
met1	0.288	1142
met2	0.271	62
metrics by stage:
| step | utilization | power, mW | cells | setup slack, ns | hold WS [ns] |
|---|---|---|---|---|---|
| floorplan | - | 10.1 | 266 | -1.56 | -0.0151 |
| global placement | 0.565 | 13.7 | 454 | -1.48 | 0.434 |
| detailed placement | 0.565 | 13.7 | 454 | -1.55 | 0.438 |
| CTS | 0.643 | 18.1 | 489 | -1.48 | 0.101 |
| global route | 0.666 | 20.3 | 497 | -1.64 | 0.128 |
| finish | 0.666 | 19.0 | 497 | -1.50 | 0.103 |
kinds of logic (layout without fill, tap and decap cells):
logic type / Yosys count / in the layout / synth area share
adder cells (fa/ha/maj): 17 / 17 / 0.0663
latches: 1 / 1 / 0.00452
flip-flops: 64 / 64 / 0.550
multiplexers: 39 / 39 / 0.131
buffers and inverters: 26 / 155 / 0.0317
XOR/XNOR: 14 / 14 / 0.0369
AND-OR/OR-AND: 48 / 48 / 0.0961
AND/OR/NAND/NOR: 57 / 57 / 0.0833
cell usage in the layout (no fill, tap or decap), types with 3 or more instances in the layout:
cell / n
buf_4: 51
edfxtp_1: 48
mux2_4: 27
buf_6: 27
clkdlybuf4s50_1: 18
nand2_1: 16
buf_2: 15
inv_1: 12
nor2_1: 12
dfrtp_1: 12
ha_1: 10
xor2_1: 9
a21oi_1: 9
clkbuf_8: 9
o21ai_1: 8
buf_12: 7
ha_4: 6
mux2i_1: 5
mux2_1: 5
nor2_4: 4
a21oi_4: 4
a31oi_1: 4
inv_2: 3
inv_6: 3
nand2b_1: 3
nand2_4: 3
xnor2_1: 3
o211ai_1: 3
o21ai_0: 3
clkinv_4: 3
dfxtp_1: 3
buf_8: 3
layout make-up:
class | count | share of cell area
tap | 102 | 0.0243
inverter | 16 | 0.0124
multi-input combinational | 175 | 0.349
clock buffer | 9 | 0.0236
sequential | 65 | 0.351
clock inverter | 7 | 0.0198
timing repair buffer | 123 | 0.220
worst register-to-register path: cells and delay by family (launching register included):
| kind | cells | cell delay (ns) |
|---|---|---|
| AOI/OAI and AO/OA | 3 | 0.52 |
| DFF | 1 | 0.40 |
| and+or+nand+nor | 3 | 0.37 |
| muxes | 1 | 0.33 |
| adders and majority gates | 2 | 0.33 |
| buffers and inverters | 3 | 0.32 |
repair_timing:
item	4_1_cts	5_1_grt
gates cloned	2	1
setup endpoints to repair	113	113
pin swaps	22	27
setup buffers	18	21
gates resized	112	47
power breakdown:
part,total (mW),switching [mW],leakage (nW),internal [mW]
logic,11.5,5.04,1.43,6.46
clock network,2.49,1.06,0.114,1.43
registers,5.05,0.591,0.627,4.45
worst max-delay path by stage:
stage / endpoint / slack, ns / depth (start not counted)
finish: dp.reg_r.out[14] / -1.50 / 12
global route: dp.reg_r.out[14] / -1.64 / 12
CTS: dp.reg_r.out[14] / -1.48 / 12
Power figures rest on the tool's default switching activity, not on a simulated workload.
